==> config.mk <==
export PLATFORM = sky130hd
export DESIGN_NAME = enemy_position4
export DESIGN_NICKNAME = enemy_position4
export VERILOG_FILES = /design/flow/design.v
export SDC_FILE = /design/flow/constraint.sdc
export NUM_CORES = 4
export LEC_CHECK = 1
export CORE_UTILIZATION = 40
==> constraint.sdc <==
current_design enemy_position4

set clk_period 4.7
set clk_io_pct 0.2

create_clock -name clk0 -period $clk_period [get_ports {clk}]

set non_clock_inputs [all_inputs -no_clocks]
set_input_delay [expr $clk_period * $clk_io_pct] -clock clk0 $non_clock_inputs
set_output_delay [expr $clk_period * $clk_io_pct] -clock clk0 [all_outputs]
==> design.v <==
`timescale 1ns / 1ps
module clk_div_1_second(clk, clk_d);
    parameter div_value = 833332; 
    input clk;
    output clk_d;
    reg clk_d;
    reg [25:0] count; 
    initial
    begin
        clk_d = 0;
        count = 0;
    end
    always @(posedge clk)
    begin
        if (count == div_value)
            count <= 0;
        else
            count <= count + 1;
    end
    always @(posedge clk)
    begin
        if (count == div_value)
            clk_d <= ~ clk_d;
    end
endmodule
module clk_div_2_second(clk, clk_d);
    parameter div_value = 99999999; 
    input clk;
    output clk_d;
    reg clk_d;
    reg [25:0] count; 
    initial
    begin
        clk_d = 0;
        count = 0;
    end
    always @(posedge clk)
    begin
        if (count == div_value)
            count <= 0;
        else
            count <= count + 1;
    end
    always @(posedge clk)
    begin
        if (count == div_value)
            clk_d <= ~ clk_d;
    end
endmodule
`timescale 1ns / 1ps
module enemy_position1(
input clk, 
input gamemenu, 
input gamerun, 
input gamepause,
input [9:0] aX, 
input [9:0] aY,
input [9:0] aR,
output reg collide,
output [9:0] x, 
output [9:0] y);
  integer pos_x;
  integer pos_y;
  integer velocityx;
  integer velocityy;
  wire clk_d;
    wire [9:0] leftA;
    wire [9:0] leftB;
    wire [9:0] rightA;
    wire [9:0] rightB;
    wire [9:0] topA;
    wire [9:0] topB;
    wire [9:0] bottomA;
    wire [9:0] bottomB;
    assign leftA = aX - aR;
    assign rightA = aX + aR;
    assign topA = aY - aR;
    assign bottomA = aY + aR;
    assign leftB = pos_x - 10;
    assign rightB = pos_x + 10;
    assign topB = pos_y - 10;
    assign bottomB = pos_y + 10;
  clk_div_1_second g0(clk, clk_d);
  always @(posedge clk_d) begin
    if (gamemenu == 1 && gamerun == 0 && gamepause == 0)
    begin
        pos_x = 160;
        pos_y = 120;
        velocityx = -20;
        velocityy = -20;
    end
    else if (gamemenu == 0 && gamerun == 1 && gamepause == 0)
    begin
        collide = 0;
        if (bottomA <= topB)
        begin
            collide = 0;
        end
        else if (topA >= bottomB)
        begin
            collide = 0;
        end
        else if (rightA <= leftB)
        begin
            collide = 0;
        end
        else if (leftA >= rightB)
        begin
            collide = 0;
        end
        else
        begin
            if (rightB>=leftA && leftB < leftA)
                velocityx = -1*velocityx;
            else if (leftB<=rightA && rightB > rightA)
                velocityx = -1*velocityx;
            else if (topB <= bottomA && bottomB > bottomA)
                velocityy = -1*velocityy;
            else if (bottomB >= topA && topB < topA)  
                velocityy = -1*velocityy; 
            collide = 1;
            if (velocityx > 0)
                velocityx = velocityx + 2;
            else if (velocityx < 0)
                velocityx = velocityx - 2;
            if (velocityy > 0)
                velocityy = velocityy + 2;
            else if (velocityy < 0)
                velocityy = velocityy - 2;
        end
        if (pos_x + 10 > 626)
            velocityx = -1*velocityx;
        else if (pos_x - 10 < 15)
            velocityx = -1*velocityx;
        pos_x = pos_x + velocityx;
        if (pos_y + 10 > 466)
            velocityy = -1*velocityy;
        else if (pos_y - 10 < 15)
            velocityy = -1*velocityy;
        pos_y = pos_y + velocityy;        
    end
  end
  assign x = pos_x;
  assign y = pos_y;
endmodule
module enemy_position2(
input clk, 
input gamemenu, 
input gamerun, 
input gamepause,
input [9:0] aX, 
input [9:0] aY,
input [9:0] aR,
output reg collide,
output [9:0] x, 
output [9:0] y);
  integer pos_x;
  integer pos_y;
  integer velocityx;
  integer velocityy;
  wire clk_d;
    wire [9:0] leftA;
    wire [9:0] leftB;
    wire [9:0] rightA;
    wire [9:0] rightB;
    wire [9:0] topA;
    wire [9:0] topB;
    wire [9:0] bottomA;
    wire [9:0] bottomB;
    assign leftA = aX - aR;
    assign rightA = aX + aR;
    assign topA = aY - aR;
    assign bottomA = aY + aR;
    assign leftB = pos_x - 10;
    assign rightB = pos_x + 10;
    assign topB = pos_y - 10;
    assign bottomB = pos_y + 10;
  clk_div_1_second g0(clk, clk_d);
  always @(posedge clk_d) begin
    if (gamemenu == 1 && gamerun == 0 && gamepause == 0)
    begin
        pos_x = 480;
        pos_y = 120;
        velocityx = 20;
        velocityy = -20;
    end
    else if (gamemenu == 0 && gamerun == 1 && gamepause == 0)
    begin
        collide = 0;
        if (bottomA <= topB)
        begin
            collide = 0;
        end
        else if (topA >= bottomB)
        begin
            collide = 0;
        end
        else if (rightA <= leftB)
        begin
            collide = 0;
        end
        else if (leftA >= rightB)
        begin
            collide = 0;
        end
        else
        begin
            if (rightB>=leftA && leftB < leftA)
                velocityx = -1*velocityx;
            else if (leftB<=rightA && rightB > rightA)
                velocityx = -1*velocityx;
            else if (topB <= bottomA && bottomB > bottomA)
                velocityy = -1*velocityy;
            else if (bottomB >= topA && topB < topA)  
                velocityy = -1*velocityy; 
            collide = 1;
            if (velocityx > 0)
                velocityx = velocityx + 2;
            else if (velocityx < 0)
                velocityx = velocityx - 2;
            if (velocityy > 0)
                velocityy = velocityy + 2;
            else if (velocityy < 0)
                velocityy = velocityy - 2;
        end
        if (pos_x + 10 > 626)
            velocityx = -1*velocityx;
        else if (pos_x - 10 < 15)
            velocityx = -1*velocityx;
        pos_x = pos_x + velocityx;
        if (pos_y + 10 > 466)
            velocityy = -1*velocityy;
        else if (pos_y - 10 < 15)
            velocityy = -1*velocityy;
        pos_y = pos_y + velocityy;        
    end
  end
  assign x = pos_x;
  assign y = pos_y;
endmodule
module enemy_position3(
input clk, 
input gamemenu, 
input gamerun, 
input gamepause,
input [9:0] aX, 
input [9:0] aY,
input [9:0] aR,
output reg collide,
output [9:0] x, 
output [9:0] y);
  integer pos_x;
  integer pos_y;
  integer velocityx;
  integer velocityy;
  wire clk_d1, clk_d2;
    wire [9:0] leftA;
    wire [9:0] leftB;
    wire [9:0] rightA;
    wire [9:0] rightB;
    wire [9:0] topA;
    wire [9:0] topB;
    wire [9:0] bottomA;
    wire [9:0] bottomB;
    assign leftA = aX - aR;
    assign rightA = aX + aR;
    assign topA = aY - aR;
    assign bottomA = aY + aR;
    assign leftB = pos_x - 10;
    assign rightB = pos_x + 10;
    assign topB = pos_y - 10;
    assign bottomB = pos_y + 10;
  clk_div_1_second g0(clk, clk_d1);
  always @(posedge clk_d1) begin
    if (gamemenu == 1 && gamerun == 0 && gamepause == 0)
    begin
        pos_x = 160;
        pos_y = 360;
        velocityx = -20;
        velocityy = 20;
    end
    else if (gamemenu == 0 && gamerun == 1 && gamepause == 0)
    begin
        collide = 0;
        if (bottomA <= topB)
        begin
            collide = 0;
        end
        else if (topA >= bottomB)
        begin
            collide = 0;
        end
        else if (rightA <= leftB)
        begin
            collide = 0;
        end
        else if (leftA >= rightB)
        begin
            collide = 0;
        end
        else
        begin
            if (rightB>=leftA && leftB < leftA)
                velocityx = -1*velocityx;
            else if (leftB<=rightA && rightB > rightA)
                velocityx = -1*velocityx;
            else if (topB <= bottomA && bottomB > bottomA)
                velocityy = -1*velocityy;
            else if (bottomB >= topA && topB < topA)  
                velocityy = -1*velocityy; 
            collide = 1;
            if (velocityx > 0)
                velocityx = velocityx + 2;
            else if (velocityx < 0)
                velocityx = velocityx - 2;
            if (velocityy > 0)
                velocityy = velocityy + 2;
            else if (velocityy < 0)
                velocityy = velocityy - 2;
        end
        if (pos_x + 10 > 626)
            velocityx = -1*velocityx;
        else if (pos_x - 10 < 15)
            velocityx = -1*velocityx;
        pos_x = pos_x + velocityx;
        if (pos_y + 10 > 466)
            velocityy = -1*velocityy;
        else if (pos_y - 10 < 15)
            velocityy = -1*velocityy;
        pos_y = pos_y + velocityy;        
    end
  end
  assign x = pos_x;
  assign y = pos_y;
endmodule
module enemy_position4(
input clk, 
input gamemenu, 
input gamerun, 
input gamepause,
input [9:0] aX, 
input [9:0] aY,
input [9:0] aR,
output reg collide,
output [9:0] x, 
output [9:0] y);
  integer pos_x;
  integer pos_y;
  integer velocityx;
  integer velocityy;
  wire clk_d1, clk_d2;
    wire [9:0] leftA;
    wire [9:0] leftB;
    wire [9:0] rightA;
    wire [9:0] rightB;
    wire [9:0] topA;
    wire [9:0] topB;
    wire [9:0] bottomA;
    wire [9:0] bottomB;
    assign leftA = aX - aR;
    assign rightA = aX + aR;
    assign topA = aY - aR;
    assign bottomA = aY + aR;
    assign leftB = pos_x - 10;
    assign rightB = pos_x + 10;
    assign topB = pos_y - 10;
    assign bottomB = pos_y + 10;
  clk_div_1_second g0(clk, clk_d1);
  always @(posedge clk_d1) begin
    if (gamemenu == 1 && gamerun == 0 && gamepause == 0)
    begin
        pos_x = 480;
        pos_y = 360;
        velocityx = 20;
        velocityy = 20;
    end
    else if (gamemenu == 0 && gamerun == 1 && gamepause == 0)
    begin
        collide = 0;
        if (bottomA <= topB)
        begin
            collide = 0;
        end
        else if (topA >= bottomB)
        begin
            collide = 0;
        end
        else if (rightA <= leftB)
        begin
            collide = 0;
        end
        else if (leftA >= rightB)
        begin
            collide = 0;
        end
        else
        begin
            if (rightB>=leftA && leftB < leftA)
                velocityx = -1*velocityx;
            else if (leftB<=rightA && rightB > rightA)
                velocityx = -1*velocityx;
            else if (topB <= bottomA && bottomB > bottomA)
                velocityy = -1*velocityy;
            else if (bottomB >= topA && topB < topA)  
                velocityy = -1*velocityy; 
            collide = 1;
            if (velocityx > 0)
                velocityx = velocityx + 2;
            else if (velocityx < 0)
                velocityx = velocityx - 2;
            if (velocityy > 0)
                velocityy = velocityy + 2;
            else if (velocityy < 0)
                velocityy = velocityy - 2;
        end
        if (pos_x + 10 > 626)
            velocityx = -1*velocityx;
        else if (pos_x - 10 < 15)
            velocityx = -1*velocityx;
        pos_x = pos_x + velocityx;
        if (pos_y + 10 > 466)
            velocityy = -1*velocityy;
        else if (pos_y - 10 < 15)
            velocityy = -1*velocityy;
        pos_y = pos_y + velocityy;        
    end
  end
  assign x = pos_x;
  assign y = pos_y;
endmodule
module food_position(
input clk, 
input gamemenu, 
input gamerun, 
input gamepause,
input [9:0] aX, 
input [9:0] aY,
input [9:0] aR,
output reg collide,
output [9:0] x, 
output [9:0] y);
  integer pos_x;
  integer pos_y;
  integer count;
  wire clk_d1, clk_d2;
    wire [9:0] leftA;
    wire [9:0] leftB;
    wire [9:0] rightA;
    wire [9:0] rightB;
    wire [9:0] topA;
    wire [9:0] topB;
    wire [9:0] bottomA;
    wire [9:0] bottomB;
    assign leftA = aX - aR;
    assign rightA = aX + aR;
    assign topA = aY - aR;
    assign bottomA = aY + aR;
    assign leftB = pos_x - 10;
    assign rightB = pos_x + 10;
    assign topB = pos_y - 10;
    assign bottomB = pos_y + 10;
  clk_div_1_second g0(clk, clk_d1);
  always @(posedge clk_d1) begin
    if (gamemenu == 1 && gamerun == 0 && gamepause == 0)
    begin
        pos_x = 250;
        pos_y = 250;
        count = 0;
    end
    else if (gamemenu == 0 && gamerun == 1 && gamepause == 0)
    begin
        collide = 0;
        if (bottomA <= topB)
        begin
            collide = 0;
        end
        else if (topA >= bottomB)
        begin
            collide = 0;
        end
        else if (rightA <= leftB)
        begin
            collide = 0;
        end
        else if (leftA >= rightB)
        begin
            collide = 0;
        end
        else
        begin
            collide = 1;
            if (count == 0)
            begin 
                pos_x = 320;
                pos_y = 200; 
                count = count + 1;
            end
            else if (count == 1)
            begin 
                pos_x = 400;
                pos_y = 100;
                count = count + 1;
            end   
            else if (count == 2)
            begin 
                pos_x = 200;
                pos_y = 320;
                count = count + 1;
            end         
            else if (count == 3)
            begin 
                pos_x = 400;
                pos_y = 190;
                count = count + 1;
            end
            else if (count == 4)
            begin 
                pos_x = 30;
                pos_y = 40;
                count = count + 1;
            end
            else if (count == 5)
            begin 
                pos_x = 70;
                pos_y = 200;
                count = count + 1;
            end
            else if (count == 6)
            begin 
                pos_x = 400;
                pos_y = 30;
                count = count + 1;
            end
            else if (count == 7)
            begin 
                pos_x = 600;
                pos_y = 440;
                count = count + 1;
            end
            else if (count == 8)
            begin 
                pos_x = 70;
                pos_y = 200;
                count = count + 1;
            end
            else if (count == 9)
            begin 
                pos_x = 250;
                pos_y = 250;
                count = 0;
            end  
        end
    end
  end
  assign x = pos_x;
  assign y = pos_y;
endmodule
==> run.sh <==
#!/bin/bash
# OpenROAD 26Q1-2900-gdf79404cd8, Yosys 0.63+post, stock flow scripts
make -C /OpenROAD-flow-scripts/flow DESIGN_CONFIG=/design/flow/config.mk WORK_HOME=/design/flow/orfs finish
==> impl_metrics.json <==
{
  "outcome": "complete, no violations",
  "mux_area_frac": 0.0143,
  "vdd_drop_max_mv": 0.126,
  "ys_cells": 3042,
  "arrival_ns": 2.42,
  "grt_usage": 0.251,
  "layout-drive-gt1-share": 0.0350,
  "io_pins": 55,
  "wl_um": 67500,
  "grt_max_degree": 80,
  "fin_crit_sh": 0.473,
  "relSlewSlack": 0.400,
  "avgRoutedWirePerCell_um": 18.7,
  "period_needed_ns": 2.23,
  "logic_family": "simple AND/OR/NAND/NOR gates",
  "fp.dieH_um": 233,
  "unclocked_regs": 125,
  "tightest_slew_ns": 0.901,
  "fillers": 5311,
  "finalSetupViolations": 0,
  "fp_util": 0.405,
  "cp.required_ns": 4.89,
  "syn2layout_area_growth_pct": 3.68,
  "synth.most_common_cell": "nand2_1",
  "cts_tree": "built",
  "post_cts_buffers": 0,
  "hold_viol": 0,
  "vias": 21600,
  "ys_types": 113,
  "synth_cells": 3042,
  "cts_buffer_depth": 2,
  "htreeDepth": 1,
  "power.density_mw_per_mm2": 133,
  "antenna_found_initial": 0,
  "crit_type": "reg2reg",
  "aoi_share": 0.232,
  "path_clk_slew_ns": 0.07,
  "top_cell_area_share": 0.141,
  "gr-total-overflow": 0,
  "fp.dieW_um": 233,
  "hpwl_um": 52200,
  "cap_violations": 0,
  "top_cells_by_area": "dfxtp_1 14%, ha_1 10%, xnor2_1 8.2%",
  "common_cells": "352 x nand2_1, 338 x nor2_1, 198 x xnor2_1",
  "rsz0062_at_grt": "false",
  "synthAdderAreaFrac": 0.109,
  "fin_setup_tns_ns": 0,
  "yosysTopAreaCell": "dfxtp_1",
  "synthesis.area_mm2": 0.0213,
  "grt_first_pass_wirelength_um": 108000,
  "port_buffers": 52,
  "dr.pass1.iters": 7,
  "initialDrtViolationCount": 1724,
  "drc_errors": 0,
  "cts_resized": 0,
  "critPathLaunchType": "flip-flop",
  "worstSkewPairLatency_ns": 0.26,
  "maxSlewViolCount": 0,
  "std_cell_rows": 84,
  "synth_seq_share": 0.144,
  "hold_buffers": 0,
  "cts_buffers": 3,
  "xor_share": 0.123,
  "antenna-diode-count": 0,
  "p_leak_nw": 8.32,
  "vias_per_cell": 6.00,
  "edf_count": 2,
  "hold_class": "reg2reg",
  "synthFlopType": "dfxtp_1",
  "yosysChipArea_mm2": 0.0213,
  "grt_pass1_vias": 19500,
  "layout.cells.non_filler": 3603,
  "ys_ff": 152,
  "max_freq_ghz": 0.449,
  "ys_sh_simple": 0.320,
  "tool_warnings": 52,
  "skew_ns": 0.00843,
  "cp-end-kind": "flip-flop",
  "place_inst": 3599,
  "critPathMaxFanout": 7,
  "gp_congestion": 0.973,
  "cts-root-buf": "clkbuf_16",
  "synthArstFlopShare": 0,
  "core_area_mm2": 0.0526,
  "final_antenna_net_count": 0,
  "syn_area_per_cell_um2": 6.99,
  "synth_warnings": 2,
  "untimed_endpoints": 145,
  "die-area_mm2": 0.0541
}
report_power, final:
group          switching (mW)  leakage (nW)  total (mW)  internal (mW)
combinational            1.62          7.01        2.51          0.888
clock                  0.0768        0.0414       0.193          0.116
sequential                  0          1.27       0.236          0.236
registers in the layout (all words and copies together), names as in the netlist:
name	flops
collide	1
g0.clk_d	1
g0.count	26
pos_x	31
pos_y	31
velocityx	31
velocityy	31
final cells by class:
class                      instances  area, um^2  area share
timing repair buffer              75         693      0.0315
tap                              688         861      0.0391
multi-input combinational       2599       17000       0.772
inverter                          85         320      0.0145
sequential                       152        3060       0.139
clock inverter                     1        6.26    0.000284
clock buffer                       3        75.1     0.00341
cell usage in the layout, fill, tap and decap left out, types with 14 or more instances in the layout:
cell type | netlist | final
xnor2_1 | 198 | 198
nand3_1 | 106 | 106
a31oi_1 | 36 | 36
and2_1 | 34 | 34
a211oi_1 | 42 | 41
nor3b_1 | 18 | 17
mux2i_1 | 27 | 27
or4_1 | 24 | 24
o21ai_0 | 134 | 134
nor3_1 | 126 | 126
or3_1 | 42 | 42
xor2_1 | 99 | 99
o31ai_1 | 14 | 14
o211ai_1 | 28 | 28
a22oi_1 | 14 | 14
clkdlybuf4s50_1 | 0 | 52
nand2_1 | 352 | 351
dfxtp_1 | 150 | 150
and3_1 | 51 | 51
a21oi_1 | 193 | 192
or2_2 | 20 | 19
nor2_1 | 338 | 338
nor4_1 | 58 | 58
nand4_1 | 59 | 59
nand2b_1 | 28 | 28
and4_1 | 20 | 20
buf_4 | 25 | 23
ha_1 | 178 | 178
nor2b_1 | 19 | 19
o21a_1 | 19 | 19
inv_1 | 84 | 82
a21o_1 | 52 | 52
path summary, 6_finish.rpt:
kind                      from      endpoint  slack [ns]  cells after the start
setup / recovery   g0.count[2]  g0.count[19]        2.47                      7
hold reg to reg   g0.count[25]  g0.count[25]        0.48                      1
setup reg to reg   g0.count[2]  g0.count[19]        2.47                      7
hold / removal    g0.count[25]  g0.count[25]        0.48                      1
cells by family after synthesis:
logic type / count (synthesis)
other: 1
buffers and inverters: 292
multiplexers: 30
AND-OR/OR-AND: 729
flip-flops: 152
adder cells (fa/ha/maj): 182
XOR/XNOR: 298
AND/OR/NAND/NOR: 1358
layer usage:
layer / global-route usage / vias to the layer above / routed length [um] / share of wire
li1: - / 10800 / - / -
met1: 0.377 / 10000 / 32000 / 0.47
met2: 0.395 / 696 / 30100 / 0.45
met3: 0.0146 / 87 / 3570 / 0.053
met4: 0.0607 / 0 / 1800 / 0.027
met5: 0 / - / 0 / 0
stage by stage:
stage | total power, mW | instance area, um^2 | hold WS (ns) | worst slack (ns) | util
finish | 2.94 | 22000 | 0.482 | 2.47 | 0.419
global route | 3.19 | 22000 | 0.493 | 2.19 | 0.419
CTS | 2.91 | 22000 | 0.482 | 2.47 | 0.419
detailed placement | 2.71 | 22000 | 0.468 | 2.53 | 0.418
global placement | 2.69 | 22000 | 0.459 | 2.52 | 0.418
floorplan | 2.09 | 21300 | 0.435 | 2.57 | -
worst max-delay path: stages (launching register included):
cell and delay, ns:
dfxtp_1 0.42, and3_1 0.20, and3_1 0.23, nand2_1 0.07, nor3_1 0.60, nand2_1 0.14, or3_1 0.34, a21oi_1 0.16
Power figures rest on the tool's default switching activity, not on a simulated workload.
